[flow/design.v]
`timescale 1ns / 1ps
module CacheController(
    rst,
    clk,
    wr, 
    rd, 
    data_rd, 
    data_wr, 
    addr_req, 
    addr_resp, 
    rdy, 
    busy, 
    wr_mem, 
    rd_mem,
    busy_mem, 
    data_rd_mem, 
    data_wr_mem, 
    addr_mem,  
    cache_miss_count, 
    cache_hit_count   
    );
    input  rst; 
    input  clk; 
    input  wr;
    input  rd;
    output [31:0] data_rd;
    reg    [31:0] data_rd;
    input  [31:0] data_wr;
    input  [31:0] addr_req;
    output [31:0] addr_resp;
    reg    [31:0] addr_resp;
    output rdy;
    reg    rdy;
    output busy;
    reg    busy;
    output  wr_mem;
    reg     wr_mem;
    output  rd_mem;
    reg     rd_mem;
    input   busy_mem;
    input  [31:0] data_rd_mem;
    output [31:0] data_wr_mem;
    reg    [31:0] data_wr_mem;
    output [31:0] addr_mem;
    reg    [31:0] addr_mem;
    output [31:0] cache_miss_count;
    reg    [31:0] cache_miss_count;
    output [31:0] cache_hit_count;
    reg    [31:0] cache_hit_count;
    reg [15:0]  cache_valid;  
    reg [15:0]  cache_dirty;   
    reg [23:0]  cache_tag [15:0]; 
    reg [127:0] cache_data[15:0]; 
    reg [1:0]   cache_count = 2'h0;
    wire [23:0] addr_tag = addr_req[31:8];
    wire [3:0]  addr_index = addr_req[7:4];
    wire [3:0]  addr_offset = addr_req[3:0];
    reg [31:0] iCache_data_wr;
    reg mem_done;
    reg hit,dirty,miss,valid;
    reg  rd_temp = 1'b1;
    reg[3:0] mem_data_cnt = 4'h0;
    localparam [4:0]  
            IDLE = 5'b00001,
            TAG_Check =5'b00010,
            EVICT = 5'b00100,
            REFILL = 5'b01000,
            Cache_OP = 5'b10000;   
    reg [4:0]       state;
    reg [4:0]       next_state;
    reg [71:0]    state_asc;               
    always @(state) begin
      case ({state})
        IDLE:      state_asc = "idle     ";
        TAG_Check: state_asc = "tag_check";
        EVICT:     state_asc = "evict    ";
        REFILL:    state_asc = "refill   ";
        Cache_OP:  state_asc = "cache_op ";
        default:      state_asc = "%Error   ";
      endcase
    end
    reg [71:0]           nstate_asc;              
    always @(next_state) begin
      case ({next_state})
        IDLE:      nstate_asc = "idle     ";
        TAG_Check: nstate_asc = "tag_check";
        EVICT:     nstate_asc = "evict    ";
        REFILL:    nstate_asc = "refill   ";
        Cache_OP:  nstate_asc = "cache_op ";
        default:      nstate_asc = "%Error   ";
      endcase
    end
    always @(posedge clk or posedge rst) begin
        if (rst) begin
            state <= IDLE;
        end
        else begin
            state <= next_state; 
        end
    end    
    always @(*) begin
        next_state = state;
        case(state)
            IDLE: if (wr || rd) begin
                    next_state = TAG_Check;     
                end
                else begin
                    next_state = IDLE;
                end
            TAG_Check: 
                    if (valid && dirty && miss) begin
                        next_state = EVICT;
                    end  
                    else if(valid && hit) begin
                        next_state = Cache_OP;
                    end
                    else if ((!valid)||((!dirty)&&miss)) begin
                        next_state = REFILL;
                    end
            EVICT : if (mem_done) begin
                       next_state = REFILL;
                    end                    
            REFILL: if (mem_done) begin 
                        next_state = Cache_OP; 
                    end 
            Cache_OP:next_state = IDLE ;                    
            default:next_state = IDLE ;
        endcase     
end
    always @(posedge clk or posedge rst) begin
if(rst)
begin
            data_rd <= 32'hZZZZZZZZ;
            cache_count <= 2'h0;
            rd_mem <= 1'b0;
            wr_mem <= 1'b0;
            addr_mem <= 0;         
            rd_temp <= 1'b1;
            addr_resp <= 32'hZZZZZZZZ;
            cache_valid <= 16'h0000;
            cache_dirty <= 16'h0000;
            hit <= 1'b0;
            miss <= 1'b0;
            valid <= 1'b0;
            dirty <= 1'b0;
            mem_data_cnt <= 4'h0;
end else  begin
            case(next_state)
                TAG_Check: 
                        if (wr || rd) begin
                            addr_resp <= addr_req;                        
                            iCache_data_wr <= data_wr;                        
                            rd_temp <= rd;    
                            hit <= (addr_tag == cache_tag[addr_index])? 1'b1 : 1'b0;                    
                            miss <= (addr_tag == cache_tag[addr_index])? 1'b0 : 1'b1;
                            valid <= cache_valid[addr_index];
                            dirty <= cache_dirty[addr_index]; 
                        end
                EVICT : 
                        if (!busy_mem) begin
                        addr_mem[31:8] <= cache_tag[addr_resp[7:4]];
                        addr_mem[ 7:4] <= addr_resp[7:4];
                        addr_mem[ 3:0] <= mem_data_cnt;
                        mem_data_cnt <= mem_data_cnt + 4;
                        wr_mem <= 1'b1;
                        rd_mem <= 1'b0;
                        case(mem_data_cnt[3:2])
                            2'b00:data_wr_mem <= cache_data[addr_resp[7:4]][31 : 0];
                            2'b01:data_wr_mem <= cache_data[addr_resp[7:4]][63 :32]; 
                            2'b10:data_wr_mem <= cache_data[addr_resp[7:4]][95 :64]; 
                            2'b11:data_wr_mem <= cache_data[addr_resp[7:4]][127:96];
                        endcase  
                    end   
                    else begin
                        addr_mem <= 0;
                        wr_mem <= 0;
                        rd_mem <= 0;                                                   
                   end                                                   
                REFILL :
                    if (!busy_mem) begin
                        addr_mem[31:4] <= addr_resp[31:4];
                        addr_mem[ 3:0] <= mem_data_cnt;
                        mem_data_cnt <= mem_data_cnt + 4;
                        cache_tag[addr_resp[7:4]] <= addr_resp[31:8];
                        cache_valid[addr_resp[7:4]] <= 1;
                        cache_dirty[addr_resp[7:4]] <= 0;
                        wr_mem <= 1'b0;
                        rd_mem <= 1'b1;
                            case(mem_data_cnt[3:2])
                                2'b00:cache_data[addr_resp[7:4]][31 :0 ] <= data_rd_mem;
                                2'b01:cache_data[addr_resp[7:4]][63 :32] <= data_rd_mem;
                                2'b10:cache_data[addr_resp[7:4]][95 :64] <= data_rd_mem;
                                2'b11:cache_data[addr_resp[7:4]][127:96] <= data_rd_mem;                                    
                            endcase 
                    end     else begin
                        addr_mem <= 0;
                        wr_mem <= 0;
                        rd_mem <= 0;                                                   
                   end   
                Cache_OP: if (rd_temp) begin
                            case(addr_resp[3:2])
                               2'h0: data_rd <= cache_data[addr_resp[7:4]][31:0];
                               2'h1: data_rd <= cache_data[addr_resp[7:4]][63:32]; 
                               2'h2: data_rd <= cache_data[addr_resp[7:4]][95:64]; 
                               2'h3: data_rd <= cache_data[addr_resp[7:4]][127:96];
                            endcase                   
                        end
                        else begin
                            cache_dirty[addr_resp[7:4]] <= 1'b1;
                            case(addr_resp[3:2])
                               2'h0: cache_data[addr_resp[7:4]][31:0]  <= iCache_data_wr;
                               2'h1: cache_data[addr_resp[7:4]][63:32] <= iCache_data_wr; 
                               2'h2: cache_data[addr_resp[7:4]][95:64] <= iCache_data_wr; 
                               2'h3: cache_data[addr_resp[7:4]][127:96] <= iCache_data_wr;
                            endcase
                        end 
                default : begin
                            addr_mem <= 0;
                            wr_mem <= 0;
                            rd_mem <= 0;
                        end  
            endcase
       end
    end   
    always @(posedge clk or posedge rst) begin
        if (rst) begin
            busy <= 1'b1;
        end
        else if (next_state == IDLE ) begin
            busy <= 1'b0;
        end
        else begin
            busy <= 1'b1;
        end
    end
    always @(posedge clk or posedge rst) begin
        if (rst) begin
            rdy <= 1'b0;
        end
        else if (next_state == Cache_OP) begin
            rdy <= 1'b1;
        end
        else begin
            rdy <= 1'b0;
        end
    end
    always @(posedge clk or posedge rst) begin
        if (rst) begin
           cache_hit_count <= 0;
        end
        else if (state == TAG_Check &&  hit) begin
            cache_hit_count <= cache_hit_count + 1'b1;
        end
        else begin
            cache_hit_count <= cache_hit_count;
        end
    end
    always @(posedge clk or posedge rst) begin
        if (rst) begin
           cache_miss_count <= 0;        
        end
        else if (state == TAG_Check && miss) begin
           cache_miss_count <= cache_miss_count + 1'b1;
        end
        else begin
            cache_miss_count <= cache_miss_count;
        end
    end
    always @(posedge clk or posedge rst) begin
	 if(rst)begin
	 mem_done <= 1;
	 end
	 else begin
       if (mem_data_cnt[3:2] == 2'b11) begin
            mem_done <= 1;     
        end
        else begin
            mem_done <= 0;
        end
     end
	 end    
endmodule
[flow/run.sh]
#!/bin/bash
# OpenROAD 26Q1-2900-gdf79404cd8, Yosys 0.63+post, stock flow scripts
make -C /OpenROAD-flow-scripts/flow DESIGN_CONFIG=/design/flow/config.mk WORK_HOME=/design/flow/orfs finish
[flow/config.mk]
export PLATFORM = sky130hd
export DESIGN_NAME = CacheController
export DESIGN_NICKNAME = CacheController
export VERILOG_FILES = /design/flow/design.v
export SDC_FILE = /design/flow/constraint.sdc
export NUM_CORES = 4
export LEC_CHECK = 1
export CORE_UTILIZATION = 50
[flow/constraint.sdc]
current_design CacheController

set clk_period 24.9
set clk_io_pct 0.2

create_clock -name clk0 -period $clk_period [get_ports {clk}]

set non_clock_inputs [all_inputs -no_clocks]
set_input_delay [expr $clk_period * $clk_io_pct] -clock clk0 $non_clock_inputs
set_output_delay [expr $clk_period * $clk_io_pct] -clock clk0 [all_outputs]
==> results.py <==
# Synthesis and PnR figures
metrics = {
    "run_status": {
        "status": "finished, final reports clean",
    },
    "synth": {
        "synth_top_area_share_pct": 72.4,
        "yosys_area_um2": 103000,
        "largest_area_cell": "edfxtp_1",
        "edf_count": 2496,
        "yosys_cells": 6225,
        "ys_ff": 2703,
        "avgSynthCellArea_um2": 16.6,
        "ff_type": "edfxtp_1",
        "async_reset_ff_share_pct": 7.66,
        "topCellsByArea": "edfxtp_1, a22oi_1, dfrtp_1, a222oi_1, nor2_1",
        "synthesis.area_um2": 103000,
        "ys_seq_share_pct": 77.5,
        "syn_inst": 6225,
        "synth_warnings": 5,
        "synth.distinct_cells": 83,
    },
    "timing": {
        "min_period_ps": 8380,
        "finalSetupTns_ps": 0,
        "hold_viol": 0,
        "slew_headroom_pct": 17.2,
        "slew_viol_final": 0,
        "rsz0062_at_grt": "no",
        "worst_pin_slew_ps": 1240,
        "max_freq_mhz": 119,
        "finalCritPeriodShare_pct": 33.7,
        "setup_viol": 0,
        "fin_worst_skew_ps": 62.2,
    },
    "cells_and_area": {
        "syn_to_final_growth_pct": 16.1,
        "fillCellCount": 15100,
        "stdcell_area_um2": 120000,
        "final_layout_top_logic_cells": "edfxtp_1, a22oi_1, clkbuf_16, buf_4, nor2_1",
        "drive_gt1_share_pct": 14.5,
        "layout_top_cell": "edfxtp_1",
    },
    "detailed_routing": {
        "wire_per_inst_um": 38.6,
        "wl_mm": 370,
        "route.detailed.drc": 0,
        "vias": 64400,
        "drtPass1Iterations": 9,
        "route.antenna.remaining_nets": 0,
        "drt-initial-drc-count": 6087,
        "viasPerCell": 6.71,
    },
    "worst_setup_path": {
        "start_kind": "input port",
        "critPathRequiredTime_ps": 25440,
        "crit_fanout": 32,
        "cpPeakStageDelay_ps": 600,
        "worstSetupPathType": "in -> reg",
        "slowest_stage": "buf_4",
        "cpMostUsedCell": "buf_4",
        "cp-end-kind": "flop",
        "critPathArrivalTime_ps": 8920,
        "rrSetupSlack_ps": 18690,
        "critical_path.cell_chain": "clkdlybuf4s50_1, o21ai_0, o21ai_0, nor3_1, nand3b_1, buf_4, nor2_4, o21a_1, o211ai_1, buf_4, nor2_4, buf_4",
    },
    "floorplanning": {
        "die_h_um": 457,
        "rows": 166,
        "die_area_um2": 209000,
        "fp-utilization_pct": 50.4,
        "die_w_um": 457,
        "io_pins": 297,
        "core-area_um2": 205000,
    },
    "global_routing": {
        "grt_pass1_vias": 67200,
        "grt_max_degree": 96,
        "antenna_found_initial": 19,
        "gr-total-overflow": 0,
        "grt_pass1_wl_mm": 514,
        "track_usage_pct": 39.7,
    },
    "pwr": {
        "power-per-cell-area_nw_per_um2": 129,
        "vdd_drop_max_mv": 0.168,
        "leakagePower_uw": 0.0396,
    },
    "placement": {
        "place_area_um2": 111000,
        "io_buffers": 294,
        "gp_routability_congestion": 0.993,
        "hpwl_mm": 219,
    },
    "cts": {
        "postCtsResizedCells": 0,
        "holdBufCountCts": 0,
        "cts_tree": "built",
        "cts_buffer_depth": 4,
        "htreeDepth": 5,
        "clk_pin_slew_ps": 50,
        "cts-root-buf": "clkbuf_16",
        "numCtsBuffers": 297,
        "numClockSinks": 2703,
        "cts_setup_buffers": 0,
        "clock_latency_ps": 930,
    },
    "run": {
        "drv_cap": 0,
        "warnings": 33,
    },
    "min_path": {
        "min_path_type": "reg -> reg",
    },
}
-- state kept, by name, indices dropped and copies added (netlist names), named ones only --
name              cells
busy                  1
state                 5
mem_data_cnt          2
rdy                   1
data_wr_mem          32
cache_data         2048
miss                  1
cache_hit_count      32
addr_resp            32
mem_done              1
wr_mem                1
cache_tag           384
addr_mem             30
hit                   1
dirty                 1
rd_temp               1
data_rd              32
rd_mem                1
valid                 1
cache_miss_count     32
iCache_data_wr       32
cache_valid          16
-- stage by stage --
stage          utilization [%]  hold slack (ps)  cells  setup WS (ps)  power, µW
2_1_floorplan                -              420   6226          11390       8620
3_3_place_gp              54.2              443   9076          15720      11300
3_5_place_dp              54.2              441   9076          15700      11300
4_1_cts                   58.5              463   9587          16660      15400
5_1_grt                   58.5              470   9591          16410      15900
6_report                  58.5              462   9594          16520      15500
-- worst paths after layout --
| path | endpoint | depth (start not counted) | from |
|---|---|---|---|
| setup / recovery | cache_data[5][99] | 12 | wr |
| hold / removal | cache_valid[1] | 1 | cache_valid[1] |
| setup reg to reg | data_wr_mem[16] | 12 | addr_resp[4] |
| hold reg to reg | cache_valid[1] | 1 | cache_valid[1] |
| max in group asynchronous | cache_hit_count[27] | 5 | rst |
| min in group asynchronous | addr_resp[9] | 2 | rst |
-- power by group --
part,internal [µW],switching (µW)
combinational,1240,3560
sequential,6200,331
clock,2400,1720
-- layer usage --
metal  vias to the layer above  part of all wire [%]  global-route usage (%)  wire length [µm]
met3                       900                    18                    30.1             67200
li1                      26500                     -                       -                 -
met5                         -                  0.21                    3.42               792
met4                        30                   5.3                    15.8             19800
met1                     31700                    31                    49.0            115000
met2                      5193                    45                    54.6            167000
-- critical path: cells and delay by family --
family	cells	cell delay, ps
simple gates	4	980
compound gates	4	1160
buf+inv	4	1740
-- synth_stat cells (15+ instances only) --
cell,instances
nor2b_1,22
xor2_1,24
nand3_1,203
nand2b_1,23
a21oi_1,98
and3b_1,18
a221o_1,24
xnor2_1,53
a31oi_1,57
nand2_1,239
a222oi_1,153
clkbuf_1,326
and3_1,59
a32oi_1,18
mux2i_1,55
o21ai_0,53
o22ai_1,21
nand4_1,95
buf_1,53
inv_1,31
nor2_1,369
a211oi_1,18
buf_2,48
a22oi_1,721
nor3_1,93
a31o_2,15
edfxtp_1,2496
a221oi_1,132
a22o_1,152
mux4_2,44
dfrtp_1,203
mux2_2,97
-- cells by family after synthesis --
group                      Yosys count  synth area share, %
buffers and inverters              467                 1.77
muxes                              200                 2.59
and+or+nand+nor                   1188                 5.47
xor gates and xnor gates            77                0.652
AOI/OAI and AO/OA                 1578                 11.9
adders and majority gates           11                0.133
DFF                               2703                 77.5
other                                1              0.00362
-- final cells by class --
class / instances / area (µm²) / share of cell area (%)
antenna: 7 / 17.5 / 0.0146
clock buffer: 388 / 8030 / 6.69
clock inverter: 123 / 936 / 0.779
inverter: 34 / 135 / 0.113
multi-input combinational: 3056 / 22200 / 18.5
sequential: 2703 / 80100 / 66.7
tap: 2688 / 3360 / 2.80
timing repair buffer: 595 / 5240 / 4.36
No activity file was given, so power comes from the tool's default toggle rates.
